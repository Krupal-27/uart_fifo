[config.mk]
export PLATFORM = sky130hd
export DESIGN_NAME = uart_fifo
export DESIGN_NICKNAME = uart_fifo
export VERILOG_FILES = /design/flow/design.v
export SDC_FILE = /design/flow/constraint.sdc
export NUM_CORES = 4
export LEC_CHECK = 1
export CORE_UTILIZATION = 50
[constraint.sdc]
current_design uart_fifo

set clk_period 2.9
set clk_io_pct 0.2

create_clock -name clk0 -period $clk_period [get_ports {clk}]

set non_clock_inputs [all_inputs -no_clocks]
set_input_delay [expr $clk_period * $clk_io_pct] -clock clk0 $non_clock_inputs
set_output_delay [expr $clk_period * $clk_io_pct] -clock clk0 [all_outputs]
[design.v]
`timescale 1ns / 1ps
module fifo #(parameter WIDTH=8, DEPTH=16)(   
    input clk,
    input reset,
    input wr_en,  
    input rd_en,   
    input [WIDTH-1:0] din, 
    output reg [WIDTH-1:0] dout,
    output empty,
    output full  
);
    reg [WIDTH-1:0] mem [0:DEPTH-1];  
    reg [3:0] wr_ptr;  
    reg [3:0] rd_ptr;  
    reg [4:0] count;  
    always @(posedge clk or posedge reset) begin
        if(reset) begin
            wr_ptr <= 0;
            rd_ptr <= 0;
            count <= 0;
            dout <= 0;
        end else begin
            if(wr_en && !full) begin
                mem[wr_ptr] <= din;  
                wr_ptr <= wr_ptr + 1;  
                count <= count + 1;  
            end
            if(rd_en && !empty) begin
                dout <= mem[rd_ptr];
                rd_ptr <= rd_ptr + 1;
                count <= count - 1;
            end
        end
    end
    assign empty = (count == 0);
    assign full = (count == DEPTH);
endmodule
module uart #(parameter CLK_FREQ=50000000, BAUD=115200)(
    input clk,
    input reset,
    input rx, 
    output reg tx,
    input [7:0] tx_data,
    input tx_start,
    output reg tx_busy,
    output reg [7:0] rx_data,
    output reg rx_ready
);
    localparam CLOCKS_PER_BIT = CLK_FREQ / BAUD;
    reg [15:0] tx_counter;
    reg [3:0] tx_bit_count;
    reg [9:0] tx_shift;
    reg [15:0] rx_counter;
    reg [3:0] rx_bit_count;
    reg [9:0] rx_shift;
    reg rx_active;
    always @(posedge clk or posedge reset) begin
        if(reset) begin
            tx <= 1;   
            tx_busy <= 0;
            tx_counter <= 0;
            tx_bit_count <= 0;
        end else begin
            if(tx_start && !tx_busy) begin
                tx_shift <= {1'b1, tx_data, 1'b0};  
                tx_busy <= 1;
                tx_bit_count <= 0;
                tx_counter <= 0;
            end
            if(tx_busy) begin
                if(tx_counter == CLOCKS_PER_BIT-1) begin   
                    tx_counter <= 0;   
                    tx <= tx_shift[0];  
                    tx_shift <= tx_shift >> 1;  
                    tx_bit_count <= tx_bit_count + 1;
                    if(tx_bit_count == 9) begin   
                        tx_busy <= 0;
                    end
                end else begin
                    tx_counter <= tx_counter + 1;
                end
            end
        end
    end
    always @(posedge clk or posedge reset) begin
        if(reset) begin
            rx_data <= 0;
            rx_ready <= 0;
            rx_active <= 0;
            rx_counter <= 0;
            rx_bit_count <= 0;
        end else begin
            rx_ready <= 0;
            if(!rx_active) begin   
                if(rx == 1'b0) begin
                    rx_active <= 1;
                    rx_counter <= 0;
                    rx_bit_count <= 0;
                end
            end else begin
                if(rx_counter == CLOCKS_PER_BIT-1) begin
                    rx_counter <= 0;
                    rx_shift <= {rx, rx_shift[9:1]};  
                    rx_bit_count <= rx_bit_count + 1;
                    if(rx_bit_count == 9) begin
                        rx_data <= rx_shift[8:1];
                        rx_ready <= 1;  
                        rx_active <= 0;
                    end
                end else begin
                    rx_counter <= rx_counter + 1;
                end
            end
        end
    end
endmodule
module uart_fifo(
    input clk,
    input reset,
    input uart_rx,
    output uart_tx,
    output [7:0] led
);
    wire [7:0] fifo_out;
    wire fifo_empty;
    wire fifo_full;
    wire fifo_rd;
    wire [7:0] uart_rx_data;
    wire uart_rx_ready;
    wire uart_tx_busy;
    reg fifo_wr;
    reg [7:0] uart_tx_data;
    reg uart_tx_start;
    fifo fifo_inst (
        .clk(clk),
        .reset(reset),
        .wr_en(fifo_wr),
        .rd_en(fifo_rd),
        .din(uart_rx_data),
        .dout(fifo_out),
        .empty(fifo_empty),
        .full(fifo_full)
    );
    uart uart_inst (
        .clk(clk),
        .reset(reset),
        .rx(uart_rx),
        .tx(uart_tx),
        .tx_data(uart_tx_data),
        .tx_start(uart_tx_start),
        .tx_busy(uart_tx_busy),
        .rx_data(uart_rx_data),
        .rx_ready(uart_rx_ready)
    );
    assign led = fifo_out;
    assign fifo_rd = !fifo_empty && !uart_tx_busy;
    always @(posedge clk or posedge reset) begin
        if(reset) begin
            fifo_wr <= 0;
            uart_tx_start <= 0;
            uart_tx_data <= 0;
        end else begin
            fifo_wr <= uart_rx_ready;  
            if(uart_rx_ready) begin
                uart_tx_data <= uart_rx_data;
            end
            if(fifo_rd) begin
                uart_tx_start <= 1;
            end else begin
                uart_tx_start <= 0;
            end
        end
    end
endmodule
[run.sh]
#!/bin/bash
# OpenROAD 26Q1-2900-gdf79404cd8, Yosys 0.63+post, stock flow scripts
make -C /OpenROAD-flow-scripts/flow DESIGN_CONFIG=/design/flow/config.mk WORK_HOME=/design/flow/orfs finish
==> reports/notes.md <==
Floorplanning
* row count: 51
* chip footprint: 0.0210 mm2
* effective utilization at floorplan: 51.7%
* area of the placeable core: 0.0197 mm2
* die height: 145 um
* I/O pin total: 12
* die width: 145 um

Worst setup path
* category of the worst setup path launch point: register
* Setup CP Type: register to register
* capturing element type of the critical path: register
* worst path arrival time: 2.82 ns
* Critical Path Fanout Max: 16
* Worst Path Required: 3.29 ns

Global routing
* number of global-route vias before repair: 6,766
* most congested layer reported by global routing: met2
* maximum number of pins on one net before global-route repair: 47
* initial antenna violation count: 0
* GRT met1 Usage: 37.1%
* met3 layer usage reported by global route: 9.85%
* overflow left after global routing: 0
* all-layer global routing usage: 25.7%
* fraction of met2 tracks used by global routing: 38.9%
* global-route wire length before repair: 37.1 mm

Cells and area
* combined area of the multi-input logic cells: 0.00339 mm2
* sequential standard cell area: 0.00649 mm2
* share of the core filled with cells: 58.4%
* number of fill cells: 1,517
* proportion of layout cells with a drive suffix above 1: 12.8%
* Layout Area Growth over Synthesis: 12.8%

Route
* initial detailed-routing violation count: 464
* Total Wirelength: 23.6 mm
* first-pass iteration count of the detailed router: 4
* vias after detailed routing: 6,685
* total DRC errors in the routed layout: 0
* antenna fix cells: 0
* antenna-violating nets left: 0
* DR WL/cell: 21.4 um
* vias per std cell: 6.06

Power and ir drop
* peak ir drop on the vdd network: 0.460 mV
* sum of internal, switching and leakage power: 9.08 mW
* switching power of the nets: 2.72 mW
* combinational group share of total power: 21.9%
* leakage component of the power: 4.42 nW
* clock power share: 33.5%
* Switching Share: 30.0%
* sequential fraction of design power: 44.7%
* Int Pwr: 6.35 mW
* PD cells: 789 mW/mm2

Run
* Max Cap Viol: 0
* Log Warnings: 35

Final timing
* Final Hold Violating Endpoints: 0
* RSZ-0062 raised after global routing: no
* number of pins exceeding their max-slew limit in the final report: 0
* total negative slack: 0 ns
* setup-violating endpoint count in the final report: 0
* crit share post-route: 83.8%
* worst slew pin tran: 0.789 ns
* clock period minus final worst setup slack: 2.43 ns
* setup skew after layout: 0.0107 ns
* final hold slack: 0.423 ns
* worst slew margin relative to its limit: 47.4%
* highest clock rate: 412 MHz
* PnR worst setup slack: 0.471 ns

Place
* worst slack at placement: 0.432 ns
* dpl hpwl: 15.6 mm
* Port Buffers: 11
* Final GP Congestion: 0.909

Logic synthesis
* Syn Std Cell Area: 0.0102 mm2
* cell count after synthesis: 793
* number of synthesis warnings: 4
* flops out of synthesis: 230
* post-synthesis chip area from yosys: 0.0102 mm2
* cell total in the yosys stat output: 793
* Async SR Flop Fraction: 36.1%
* count of library flops with an enable pin: 147
* Post-synth seq share: 63.6%
* Yosys cell types: 78
* Mean Syn Cell Area: 12.9 um2
* predominant post-synthesis flop cell: sky130_fd_sc_hd__edfxtp_1

CTS
* clock root buffer: sky130_fd_sc_hd__clkbuf_16
* number of setup buffers added after CTS: 0
* total of hold buffers inserted after clock tree synthesis: 0
* clock transition at the registers of the reported paths: 0.06 ns
* Clock Path Buffers: 3
* H-Tree Level Count: 1
* clock tree from TritonCTS: built
* latest clock arrival within the worst-skew pair: 0.51 ns
* number of gates resized after cts: 0
* number of clock sinks seen by CTS: 230
* number of buffers created by CTS: 24

Run status
* result of the run: finished clean

Min path
* Hold/Removal Path Class: register to register

-- Yosys cell counts (all sizes together) (3+ instances only) --
cell type  count  area [um2]
edfxtp       147        4410
dfrtp         82        2050
nand2         66         250
nand3         38         203
mux2i         36         360
a31oi         30         188
buf           30         168
a21oi         29         149
o21ai         29         145
nor3          27         140
nor2          24        97.6
inv           22        87.6
mux2          19         214
ha            18         225
a22oi         17         128
clkbuf        16        63.8
nand4         14        87.6
xnor2         14         123
nand3b        11        82.6
nor4          11         103
o22ai         11        68.8
nand2b         8        50.1
or3            7        43.8
and3           6        37.5
o211ai         6        45.0
a21o           5        45.0
and4           5        43.8
nor4b          5        50.0
a221o          4        40.0
a222oi         4        40.0
nor2b          4        25.0
a221oi         3        32.5
o2bb2ai        3        26.3
o31a           3        26.3
o32ai          3        26.3
-- layout make-up --
class | count | share of cell area (%)
multi-input cells | 494 | 29.4
flip-flops and latches | 230 | 56.4
well taps | 265 | 2.88
clock inverters | 9 | 0.859
inverters | 23 | 0.826
repair buffers | 48 | 3.59
clock buffers | 35 | 6.02
-- cell usage in the layout, fill, tap and decap left out, drive strengths merged, types with 14 or more instances in the layout --
cell / netlist / final
a21oi: 29 / 29
a22oi: 17 / 17
a31oi: 30 / 30
buf: 30 / 37
clkbuf: 16 / 35
dfrtp: 82 / 82
edfxtp: 147 / 147
ha: 18 / 18
inv: 22 / 21
mux2: 19 / 19
mux2i: 36 / 36
nand2: 66 / 66
nand3: 38 / 38
nand4: 14 / 14
nor2: 24 / 24
nor3: 27 / 27
o21ai: 29 / 29
xnor2: 14 / 14
-- flip-flops by register name, indices dropped and copies added, names as in the netlist, 4 cells and up --
signal                  count
uart_tx_data                8
fifo_inst.dout              8
fifo_inst.wr_ptr            4
fifo_inst.rd_ptr            4
uart_inst.rx_shift          9
uart_inst.rx_counter       16
uart_inst.tx_shift         10
uart_inst.rx_data           8
fifo_inst.mem             128
uart_inst.tx_counter       16
uart_inst.tx_bit_count      4
uart_inst.rx_bit_count      4
fifo_inst.count             5
-- power by group through the flow --
stage | logic [mW] | registers, mW | clock network (mW)
4_1_cts | 1.99 | 4.05 | 3.10
5_1_grt | 2.20 | 4.10 | 3.23
6_report | 1.98 | 4.05 | 3.04
-- per-layer routing --
layer | share of wire, % | vias up
li1 | - | 3107
met1 | 41 | 3282
met4 | 3.5 | 0
met3 | 8.6 | 50
met5 | 0 | -
met2 | 47 | 246
-- critical path, cell delays in order, from the launching register on --
cell and delay [ns]:
sky130_fd_sc_hd__dfrtp_1 0.46, sky130_fd_sc_hd__nor4_4 0.58, sky130_fd_sc_hd__a21o_4 0.27, sky130_fd_sc_hd__inv_6 0.09
sky130_fd_sc_hd__ha_1 0.32, sky130_fd_sc_hd__o31a_1 0.23, sky130_fd_sc_hd__o211ai_1 0.11, sky130_fd_sc_hd__o211ai_1 0.13
sky130_fd_sc_hd__nand4_1 0.11
-- final timing paths --
kind / slack (ns) / endpoint / depth (start not counted) / from
hold reg to reg: 0.42 / uart_inst.rx_shift[8] / 0 / uart_inst.rx_shift[9]
hold / removal: 0.42 / uart_inst.rx_shift[8] / 0 / uart_inst.rx_shift[9]
min in group asynchronous: 0.73 / uart_inst.tx_counter[10] / 2 / reset
max in group asynchronous: 1.39 / fifo_inst.dout[5] / 3 / reset
setup / recovery: 0.47 / fifo_inst.count[4] / 8 / fifo_inst.count[1]
setup reg to reg: 0.47 / fifo_inst.count[4] / 8 / fifo_inst.count[1]
-- stage by stage --
step	area, um2	cells
final	11500	1104
after global routing	11500	1104
after CTS	11500	1104
after detailed placement	10700	1060
after global placement	10700	1060
after floorplan	10200	793
-- logic make-up after synthesis --
| logic type | Yosys count | share of synthesized area [%] |
|---|---|---|
| mux | 55 | 5.63 |
| xor+xnor | 16 | 1.37 |
| simple gates | 235 | 12.6 |
| flops | 230 | 63.6 |
| compound gates | 170 | 11.4 |
| buf+inv | 69 | 3.16 |
| fa+ha+maj | 18 | 2.21 |
Power figures rest on the tool's default switching activity, not on a simulated workload.
